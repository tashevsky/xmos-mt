## design.v

```verilog
module rv_alu
( 
    input      [6:0]  opcode,
    input      [31:0] Rs1,
    input      [31:0] Rs2,
    input      [2:0]  funct3,
    input      [6:0]  funct7,
    input      [31:0] imm,
    input      [31:0] pc,
    output reg [31:0] Rd,
    output reg        rg,
    output reg        addr,
    output reg [31:0] PC_next
);
    always @(*) begin
        case (opcode)
            7'b00100_11 : begin
                rg = 1'b1;
                addr = 1'b0;
                PC_next = pc + 3'h4;
                case (funct3)
                    3'b000: Rd = Rs1 + imm;
                    3'b001: Rd = Rs1 << imm;
                    3'b010: Rd = (Rs1 < imm) ? 1 : 0;
                    3'b011: Rd = ({1'b0,Rs1}<{1'b0,imm}) ? 1 : 0;
                    3'b100: Rd = Rs1 ^ imm;
                    3'b101: Rd = (funct7[5]) ? (Rs1 >> imm) : (Rs1 >>> imm);
                    3'b110: Rd = Rs1 | imm;
                    3'b111: Rd = Rs1 & imm;
                    default: ;
                endcase
            end
            7'b01100_11 : begin
                rg = 1'b1;
                addr = 1'b0;
                PC_next = pc + 3'h4;
                case (funct3)
                    3'b000 : Rd = (funct7[5]) ? (Rs1 - Rs2) : (Rs1 + Rs2);
                    3'b001 : Rd = Rs1 << Rs2;
                    3'b010 : Rd = (Rs1<Rs2) ? 1 : 0;
                    3'b011 : Rd = ({1'b0,Rs1}<{1'b0,Rs2}) ? 1 : 0;
                    3'b100 : Rd = Rs1 ^ Rs2;
                    3'b101 : Rd = (funct7[5]) ? (Rs1 >> Rs2) : (Rs1 >>> Rs2);
                    3'b110 : Rd = Rs1 | Rs2;
                    3'b111 : Rd = Rs1 & Rs2;
                endcase
            end
            7'b00000_11 : begin
                rg = 1'b0;
                addr = 1'b1;
                PC_next = pc + 3'h4;
                case (funct3)
                    3'b000: Rd = Rs1 + imm;
                    3'b001: Rd = Rs1 + imm;
                    3'b010: Rd = Rs1 + imm;
                    3'b100: Rd = Rs1 + imm;
                    3'b101: Rd = Rs1 + imm;
                    default: ;
                endcase
            end
            7'b11001_11 : begin
                rg = 1'b1;
                addr = 1'b0; 
                PC_next = Rs1 + imm;
                Rd = pc + 3'h4;
            end
            7'b11000_11 : begin
                rg = 1'b0;
                addr = 1'b0;
                case (funct3)
                    3'b000: PC_next = (Rs1 == Rs2) ? (pc+imm):(pc+3'h4);
                    3'b001: PC_next = (Rs1 != Rs2) ? (pc+imm):(pc+3'h4);
                    3'b100: PC_next = (Rs1 < Rs2) ? (pc+imm):(pc+3'h4);
                    3'b101: PC_next = (Rs1 > Rs2) ? (pc+imm):(pc+3'h4);
                    3'b110: PC_next = ({1'b0,Rs1} < {1'b0,Rs2}) ? (pc+imm):(pc+3'h4);
                    3'b111: PC_next = ({1'b0,Rs1} > {1'b0,Rs2}) ? (pc+imm):(pc+3'h4);
                    default : ;
                endcase
            end
            7'b01000_11 : begin
                rg = 1'b0;
                addr = 1'b1;
                PC_next = pc + 3'h4;
                case (funct3)
                    3'b000: Rd = Rs1 + imm;
                    3'b001: Rd = Rs1 + imm;
                    3'b010: Rd = Rs1 + imm;
                    default: ;
                endcase
            end
            7'b11001_11: begin
                rg = 1'b1;
                addr = 1'b0; 
                PC_next = pc + 3'h4;
                Rd = imm;
            end
            7'b11001_11: begin
                rg = 1'b1;
                addr = 1'b0; 
                PC_next = pc + 3'h4;
                Rd = pc + imm;
            end
            7'b11001_11: begin
                rg = 1'b1;
                addr = 1'b0; 
                PC_next = pc + imm;
                Rd = pc + 3'h4; 
            end
            default: begin
                rg = 1'b0;
                addr = 1'b0; 
                PC_next = pc + 3'h4;
            end
        endcase
    end
endmodule
```

## run.sh

```bash
#!/bin/bash
# OpenROAD 26Q1-2900-gdf79404cd8, Yosys 0.63+post, stock flow scripts
make -C /OpenROAD-flow-scripts/flow DESIGN_CONFIG=/design/flow/config.mk WORK_HOME=/design/flow/orfs finish
```

## config.mk

```make
export PLATFORM = sky130hd
export DESIGN_NAME = rv_alu
export DESIGN_NICKNAME = rv_alu
export VERILOG_FILES = /design/flow/design.v
export SDC_FILE = /design/flow/constraint.sdc
export NUM_CORES = 4
export LEC_CHECK = 1
export CORE_UTILIZATION = 30
```

## constraint.sdc

```tcl
current_design rv_alu

set clk_period 4.4
set clk_io_pct 0.2

create_clock -name clk0 -period $clk_period

set non_clock_inputs [all_inputs -no_clocks]
set_input_delay [expr $clk_period * $clk_io_pct] -clock clk0 $non_clock_inputs
set_output_delay [expr $clk_period * $clk_io_pct] -clock clk0 [all_outputs]
```

==> impl_metrics.py <==
# Metrics from the implementation run
metrics = {
    "outcome": {
        "outcome": "finished clean",
    },
    "logic_synthesis": {
        "ys.flop_type": "dlxtn_1",
        "ys_cells": 2656,
        "yosysTopAreaCell": "ha_1",
        "synthCells": 2656,
        "top_cells_by_area": "ha_1 (16%), a21oi_1 (6.1%), o21ai_0 (5.8%), dlxtn_1 (5.4%), nand2_1 (4.5%)",
        "synth.distinct_cells": 98,
        "ys_async_sr_fraction_pct": 0,
        "ys_chip_area_um2": 17700,
        "top_cells_by_count": "ha_1 (224), a21oi_1 (216), nand2_1 (214), o21ai_0 (206), inv_1 (190)",
        "most_common_cell": "ha_1",
        "syn_area_per_cell_um2": 6.67,
        "syn_area_um2": 17700,
        "synth_warnings": 1,
        "yosys.area.top_type_share_pct": 15.8,
        "edf_count": 0,
        "synth_flops": 64,
    },
    "finish": {
        "n_fill_cell": 6367,
        "fin_area_um2": 20300,
        "syn_to_final_growth_pct": 14.7,
        "fin_util_pct": 35.0,
        "layout-drive-gt1-share_pct": 4.11,
    },
    "global_routing": {
        "busiest_layer": "met2",
        "first_global_vias": 20200,
        "grt_pass1_wl_mm": 140,
        "grt.met1_usage_pct": 44.2,
        "track_usage_pct": 31.9,
        "overflow": 0,
        "use_met2_pct": 47.8,
        "grt_start_max_net_pins": 71,
        "antenna_found_initial": 3,
        "grtUsageMet3_pct": 6.08,
    },
    "hold_path": {
        "hp-start": "opcode[4]",
        "hold_depth": 4,
        "worstHoldPathType": "input port to output port",
        "min_to": "rg",
    },
    "die": {
        "die_h_um": 245,
        "io_pins": 211,
        "initCoreUtil_pct": 30.5,
        "row_count": 88,
        "core_area_um2": 58000,
        "fp.dieW_um": 245,
        "chip_area_um2": 60000,
    },
    "power": {
        "irDropWorstVdd_mv": 0.102,
        "power_leakage_uw": 0.00834,
        "power_switching_uw": 1480,
        "power_frac_seq_pct": 2.4,
        "combPwrFrac_pct": 97.6,
        "internal-power_uw": 902,
        "sw_frac_of_total_pct": 62.2,
        "p_per_area_nw_per_um2": 117,
        "clockPowerShare_pct": 0,
    },
    "routing": {
        "finalWirelength_mm": 96.8,
        "viasPerCell": 6.22,
        "ant_nets": 0,
        "vias": 21700,
        "first_pass_iters": 7,
        "antenna_cells": 0,
        "first_iter_violations": 2469,
        "route.detailed.drc": 0,
        "wl_per_cell_um": 27.7,
    },
    "final_timing": {
        "finalCritPeriodShare_pct": 85.0,
        "max-slew-margin-rel_pct": 37.6,
        "rsz0062_at_grt": "false",
        "setup_viol": 0,
        "timing_hold_violations_final": 0,
        "finalMaxSlewViolations": 0,
        "unclocked_regs": 64,
        "fin_crit_ps": 3740,
        "untimed_endpoints": 128,
        "finalSetupTns_ps": 0,
        "worst_slew_pin_slew_ps": 932,
        "max_freq_mhz": 267,
    },
    "setup_path": {
        "required_ps": 3520,
        "worstPathMaxFanout": 7,
        "critPathKind": "input port to output port",
        "crit_top_cell": "clkdlybuf4s50_1",
        "path_cells": "clkdlybuf4s50_1 -> nor2_1 -> nand3b_1 -> inv_1 -> clkdlybuf4s50_1",
        "slowest_stage": "clkdlybuf4s50_1",
        "cp-start-kind": "input port",
        "cp.arrival_ps": 2860,
        "cp_num_buf_inv": 3,
        "worst-path-stages": 5,
        "end_kind": "output port",
        "critPathTopFamily": "buffers and inverters",
        "critical_path.max_stage_delay_ps": 550,
    },
    "clocking": {
        "ctsResizeCount": 0,
        "cts_setup_buffers": 0,
        "cts_hold_buf": 0,
    },
    "place": {
        "gp_congestion": 1.08,
        "dpl_cell_area_um2": 20300,
        "numPortBuffers": 205,
        "dp_hpwl_mm": 77.7,
    },
    "run": {
        "maxCapViolCount": 0,
        "warnings": 166,
    },
}
==> area by class of cell <==
| type | count | area (µm²) | share of cell area (%) |
|---|---|---|---|
| multi-input combinational | 2215 | 15300 | 75.2 |
| timing repair buffer | 254 | 2410 | 11.8 |
| sequential | 64 | 961 | 4.73 |
| tap | 765 | 957 | 4.71 |
| inverter | 191 | 717 | 3.53 |
==> state kept, by name, indices dropped and copies added (netlist names) <==
signal,flops
Rd,32
PC_next,32
==> power groups by stage <==
stage | clock network, µW | logic (µW) | registers (µW)
4_1_cts | 0 | 2270 | 57.2
5_1_grt | 0 | 2500 | 59.0
6_report | 0 | 2330 | 56.3
==> worst max path at each step <==
stage,to,start
6_report,addr,opcode[6]
5_1_grt,addr,opcode[6]
4_1_cts,addr,opcode[6]
==> per-layer routing <==
| layer | routed length [µm] | up-vias |
|---|---|---|
| met5 | 27 | - |
| met4 | 5270 | 4 |
| met3 | 8890 | 237 |
| met2 | 41600 | 1173 |
| met1 | 41000 | 10200 |
| li1 | - | 10100 |
==> logic make-up after synthesis <==
kind of cell,synth area share (%)
AND-OR/OR-AND,38.6
multiplexers,3.89
adder cells (fa/ha/maj),16.3
buffers and inverters,8.62
XOR/XNOR,5.44
latches,5.42
AND/OR/NAND/NOR,21.8
==> cell usage in the layout (no fill, tap or decap), types with 9 or more instances in the layout <==
| cell | instances |
|---|---|
| nor4_1 | 29 |
| or3_1 | 16 |
| nand3_1 | 143 |
| o21a_1 | 17 |
| a211o_1 | 18 |
| o2111ai_1 | 13 |
| o21ai_0 | 205 |
| nor2_1 | 168 |
| nor2b_1 | 17 |
| a21oi_1 | 216 |
| o221ai_1 | 28 |
| a21o_1 | 44 |
| o21bai_1 | 24 |
| a22oi_1 | 78 |
| xor2_1 | 29 |
| buf_4 | 50 |
| a221o_1 | 11 |
| ha_1 | 224 |
| nand2_1 | 214 |
| xnor2_1 | 81 |
| a211oi_1 | 46 |
| a221oi_1 | 20 |
| o22ai_1 | 24 |
| o31ai_1 | 21 |
| a2111oi_0 | 14 |
| o21ai_1 | 9 |
| nand4_1 | 24 |
| and2_1 | 13 |
| a22o_1 | 27 |
| inv_1 | 190 |
| dlxtn_1 | 64 |
| nand2b_1 | 26 |
| a31oi_1 | 44 |
| nor3_1 | 51 |
| o211ai_1 | 53 |
| clkdlybuf4s50_1 | 202 |
| mux2i_1 | 61 |
| and3_1 | 32 |
==> per-stage QoR <==
step | setup slack, ps | cells | hold slack, ps | total power (µW)
2_1_floorplan | 1270 | 2656 | 1860 | 1450
3_3_place_gp | 755 | 3489 | 2950 | 2330
3_5_place_dp | 760 | 3489 | 2940 | 2320
4_1_cts | 740 | 3489 | 2950 | 2330
5_1_grt | 529 | 3489 | 3010 | 2560
6_report | 660 | 3489 | 2960 | 2390
Power is estimated from default activity; no workload was simulated.
