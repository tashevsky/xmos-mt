File: constraint.sdc
current_design rv_mux

set clk_period 1.0
set clk_io_pct 0.2

create_clock -name clk0 -period $clk_period

set non_clock_inputs [all_inputs -no_clocks]
set_input_delay [expr $clk_period * $clk_io_pct] -clock clk0 $non_clock_inputs
set_output_delay [expr $clk_period * $clk_io_pct] -clock clk0 [all_outputs]
File: design.v
module rv_mux
#(
    parameter WIDTH=32
)
(
    input              addr,
    input  [WIDTH-1:0] MemData,
    input  [WIDTH-1:0] RegData,
    output [WIDTH-1:0] Rd
);
    assign Rd = addr ? MemData : RegData;
endmodule
File: config.mk
export PLATFORM = sky130hd
export DESIGN_NAME = rv_mux
export DESIGN_NICKNAME = rv_mux
export VERILOG_FILES = /design/flow/design.v
export SDC_FILE = /design/flow/constraint.sdc
export NUM_CORES = 4
export LEC_CHECK = 1
export CORE_AREA = 10 10 70 70
export DIE_AREA = 0 0 80 80
File: run.sh
#!/bin/bash
# OpenROAD 26Q1-2900-gdf79404cd8, Yosys 0.63+post, stock flow scripts
make -C /OpenROAD-flow-scripts/flow DESIGN_CONFIG=/design/flow/config.mk WORK_HOME=/design/flow/orfs finish
==> results.toml <==
# flow metrics
[final_timing]
rsz0062_at_grt = "yes"
worst_slew_pin_slew_ns = 0.08017
period_needed_ns = 1.177
setup_ws_ns = -0.1773
slew_violations = 0
finalSetupViolCount = 32
slew_headroom_pct = 94.66
max_freq_mhz = 849.4
fin_crit_sh_pct = 117.7
hold_viol = 0

[placed_design]
gp_congestion = 0.8138
portBuffers = 97
dp_slack_ns = -0.4981
place_area_mm2 = 0.001536

[logic_synthesis]
synth_area_um2 = 544.3
ys_cells = 36
ys.warnings.count = 0
synth_area_per_cell_um2 = 15.12
netlist.top_cell.by_area = "mux2_4"
synth_seq_share_pct = 0
syn_inst = 36
area_leaders = "mux2_4, buf_12, mux2_2, buf_6"
ys_area_um2 = 544.3
synth.distinct_cells = 4
netlist.area_leader.share_pct = 82.76

[pwr]
power_frac_seq_pct = 0
cellPowerDensity_mw_per_mm2 = 393.8
p_comb_share_pct = 100.0
clkPwrFrac_pct = 0
switchingPower_mw = 0.1343
switching_share_pct = 21.18
p_int_mw = 0.4998
p_leak_nw = 0.8932
peakVddDrop_mv = 0.1590

[route]
vias_per_cell = 3.738
vias = 684
wire_per_inst_um = 15.10
antenna_cells = 0
drtAntennaViolNets = 0
drc = 0
drt_wl_total_mm = 2.763
drt_iter0_drc = 7
firstDrtPassIters = 2

[outcome]
outcome = "finished, violations left"
violations = "setup timing"

[floorplan]
io_pins = 97
coreArea_mm2 = 0.003416
row_count = 21
die_x_um = 80
chipArea_mm2 = 0.006400
initial_core_util_pct = 15.93
die_h_um = 80

[global_routing]
grt_remaining_overflow = 0
antenna_found_initial = 0
grt_usage_pct = 8.035
grt_pass1_vias = 778
grt_pass1_wl_mm = 4.181
grt_max_degree = 10

[final_layout]
seq_cell_count = 0
n_clock_buffer = 0
drive_above_1_share_pct = 53.28
nFillCells = 346
synthToLayoutAreaGrowth_pct = 195.9
final_area_mm2 = 0.001610
regArea_um2 = 0

[run]
openroad.warnings = 34
maxCapViolCount = 0

[worst_hold_path]
hp-class = "input pin to output port"

[setup_path]
worstPathArrival_ns = 0.98
crit_type = "input pin to output port"
cp-start-kind = "input pin"
cp.required_ns = 0.80
cp-end-kind = "output port"
cp_max_fo = 4

[clock_network]
ctsHoldBuffers = 0
## power by group through the flow
stage | clock [mW] | sequential [mW] | combinational [mW]
after CTS | 0 | 0 | 0.623
after global routing | 0 | 0 | 0.678
final | 0 | 0 | 0.634
## critical path, stage by stage
cell	delay (ns)
buf_12	0.12
buf_12	0.13
buf_12	0.12
mux2_4	0.29
buf_6	0.11
## layer usage
metal / global-route usage (%) / share of wire [%]
met5: 0 / 0
met4: 0 / 0
met3: 3.409 / 13
met2: 14.04 / 48
met1: 9.426 / 40
## layout by cell type, fill, tap and decap left out
| cell type | netlist | layout |
|---|---|---|
| buf_12 | 3 | 7 |
| clkdlybuf4s50_1 | 0 | 16 |
| buf_2 | 0 | 15 |
| buf_16 | 0 | 2 |
| dlymetal6s2s_1 | 0 | 8 |
| dlygate4sd2_1 | 0 | 40 |
| buf_6 | 1 | 17 |
| mux2_4 | 30 | 32 |
## timing repair
| item | CTS | global route |
|---|---|---|
| cloned | 2 | 0 |
| endpoints found under the setup margin | 32 | 32 |
| resized | 153 | 16 |
| buffers inserted | 4 | 0 |
## cells by family (layout without fill, tap and decap cells)
logic type,after synthesis,in the layout,share of synthesized area (%)
muxes,32,32,86.90
buffers and inverters,4,105,13.10
## synth_stat cells
cell type   n
buf_12      3
mux2_2      2
mux2_4     30
buf_6       1
## final timing paths
kind / start / slack (ns) / depth (start not counted) / end
worst min-delay path: RegData[24] / 0.69 / 3 / Rd[24]
worst max-delay path: addr / -0.18 / 5 / Rd[9]
## cell type report
type               instances  area [µm²]  share of cell area (%)
multi-input cells         32       480.5                   29.84
repair buffers           105        1072                   66.59
well taps                 46       57.56                   3.574
## through the flow
| step | power (mW) | hold WS, ns | setup TNS (ns) | utilization [%] | std cells |
|---|---|---|---|---|---|
| 6_report | 0.6341 | 0.6914 | -3.409 | 47.14 | 183 |
| 5_1_grt | 0.6781 | 0.7128 | -3.918 | 47.14 | 183 |
| 3_5_place_dp | 0.6589 | 1.344 | -15.40 | 44.98 | 177 |
| 2_1_floorplan | 0.2063 | 0.4977 | 0 | - | 36 |
| 3_3_place_gp | 0.6544 | 1.338 | -15.30 | 44.98 | 177 |
| 4_1_cts | 0.6233 | 0.7990 | -3.742 | 45.16 | 183 |
Power is estimated from default activity; no workload was simulated.
